==> ./design.v <==
module up_down_counter(mode,clr,ld,d_in,clk,count);
input mode,clr,ld,clk;
input [0:7] d_in;
output reg [0:7] count;
always@ (posedge clk)
if(ld)
count <= d_in;
else if (clr)
count <= 0;
else if (mode)
count <= count+1;
else
count <= count-1;
endmodule
==> ./run.sh <==
#!/bin/bash
# OpenROAD 26Q1-2900-gdf79404cd8, Yosys 0.63+post, stock flow scripts
make -C /OpenROAD-flow-scripts/flow DESIGN_CONFIG=/design/flow/config.mk WORK_HOME=/design/flow/orfs finish
==> ./config.mk <==
export PLATFORM = sky130hd
export DESIGN_NAME = up_down_counter
export DESIGN_NICKNAME = up_down_counter
export VERILOG_FILES = /design/flow/design.v
export SDC_FILE = /design/flow/constraint.sdc
export NUM_CORES = 4
export LEC_CHECK = 1
export CORE_AREA = 10 10 70 70
export DIE_AREA = 0 0 80 80
==> ./constraint.sdc <==
current_design up_down_counter

set clk_period 2.8
set clk_io_pct 0.2

create_clock -name clk0 -period $clk_period [get_ports {clk}]

set non_clock_inputs [all_inputs -no_clocks]
set_input_delay [expr $clk_period * $clk_io_pct] -clock clk0 $non_clock_inputs
set_output_delay [expr $clk_period * $clk_io_pct] -clock clk0 [all_outputs]
==> run summary <==
run metrics: status=complete, no violations, most common flop cell mapped by yosys=dfxtp_1, Critical path destination=count[1], number of flip-flops in the largest register=8, RR Endpoint=count[1], cell area after synthesis=534 um2, vias in the first global route=521, filler cell count=375, worst hold slack=0.599 ns, min Tclk post-route=2.41 ns, Largest regs=count: 8 flops, Final Hold Viols=0, max-slew violation count=0, CTS tree=done, CTS resizes=0, hold_sp=count[7], GRT Util Overall=0.0465, GP Congestion=0.758, Reg clk slew, reported paths=0.06 ns, Critical-path top delay cell=clkdlybuf4s50_1, Port Buffers=19, peak supply drop=0.000185 V, Setup violations, final=0, flop2flop setup slack=1.06 ns, layout cell share with drive strength beyond 1=0.0759, Initial DRC Count=23, register share after synthesis=0.300, Rows=21, Post-CTS Hold Buffers=0, Reg2Reg Launch Point=count[7], FP Util=0.156, Synth flops=8, cells after synthesis=58, period utilization=0.861, Die Y=80 um, root buf cell=clkbuf_4, First-pass DRT Iterations=4, CTS Buf Count=3, max incr delay on CP=0.55 ns, Post-CTS Setup Bufs=0, Pwr per Cell Area=471 mW/mm2, Tightest Pin Transition=0.515 ns, number of max-cap violations=0, RSZ-0062 raised after global routing=false, tool warnings=25, # DRC=0, routed via count=494, Hold Crit Class=flip-flop to flip-flop, normalized max-slew margin=0.655, Final Skew=0.00500 ns, critical path endpoint category=flip-flop, largest net degree at the start of global routing=14, number of cells in Yosys stat=58, area delta synth->final=49.9%, Worst Path Arrival=2.56 ns, GRT overflow=0, Synth cell types=28, Avg Cell Area, Syn=9.21 um2, Max Clk Rate=415 MHz, Largest Register=count, Final ANT Viol Nets=0, Yosys Chip Area=534 um2, worst setup path class=input port to flip-flop, CP startpoint=mode, Num Clock Sinks=8, WL final=1470 um, n_diodes=0, Worst Path Max Fanout=6, count of library flops with an enable pin=0, Die Area=0.00640 mm2, Leakage=0.322 nW, Ports=20, H-tree depth=1, Startpoint Class=input port, Die Wd=80 um, vias per cell=3.95, clk latency of the worst-skew pair=0.26 ns, clk buf depth=2, routed wire length per instance=11.7 um, detailed placer's ending HPWL=1190 um, Yosys warning total=1, core area=0.00342 mm2, asr flop ratio synth=0, critical path data required time=2.95 ns, cell breakdown of the critical path=clkdlybuf4s50_1, inv_1, ha_1, nor2b_4, o21ai_2, a21oi_1, or3_1, a32o_1, initial antenna violation count=0, Worst Reg2Reg Path Length in Cells=7, global-route wire length before repair=2420 um, Setup Total Neg Slack=0 ns
-- where the power goes --
part	leakage (nW)	switching, W	internal (W)	total (W)
combinational	0.241	0.0000619	0.0000860	0.000148
clock	0.0138	0.0000422	0.0000493	0.0000915
sequential	0.0672	0.00000974	0.000128	0.000137
-- through the flow --
stage	power, W	area (um2)	utilization	std cells	setup slack, ns
2_1_floorplan	0.000226	534	-	58	0.853
3_3_place_gp	0.000287	778	0.228	122	0.168
3_5_place_dp	0.000288	778	0.228	122	0.107
4_1_cts	0.000384	801	0.234	125	0.378
5_1_grt	0.000410	801	0.234	125	0.221
6_report	0.000377	801	0.234	125	0.390
-- worst max-delay path: cells and delay by family --
family	cells	cell delay, ns
AND-OR/OR-AND	3	0.47
adder cells (fa/ha/maj)	1	0.37
buffers and inverters	2	0.71
AND/OR/NAND/NOR	2	0.46
-- how the worst min path moves through the flow --
| stage | to | slack (ns) | cells after the start |
|---|---|---|---|
| final | count[7] | 0.60 | 2 |
| after global routing | count[7] | 0.64 | 2 |
| after CTS | count[7] | 0.60 | 2 |
-- cell type report --
type,instances,area [um2],share of cell area
well taps,46,57.6,0.0719
multi-input cells,46,359,0.448
flip-flops and latches,8,160,0.200
repair buffers,19,190,0.237
clock buffers,3,22.5,0.0281
inverters,3,11.3,0.0141
-- logic make-up (layout without fill, tap and decap cells) --
group,count (synthesis),in the layout,synth area share
xor+xnor,3,3,0.0492
buf+inv,4,25,0.0281
compound gates,22,22,0.309
fa+ha+maj,7,7,0.178
flops,8,8,0.300
simple gates,14,14,0.136
-- synth_stat cells, types with 2 or more instances --
cell type | n | area (um2)
a21o_1 | 3 | 22.5
a21oi_1 | 2 | 10.0
a22o_1 | 2 | 17.5
a32o_1 | 2 | 20.0
dfxtp_1 | 8 | 160
ha_1 | 6 | 75.1
inv_1 | 3 | 11.3
nand2_1 | 5 | 18.8
nor2_1 | 3 | 11.3
o21ai_0 | 2 | 10.0
o21ai_1 | 2 | 10.0
o31ai_1 | 2 | 15.0
o41ai_1 | 2 | 17.5
xnor2_1 | 2 | 17.5
-- cells in the final DEF, fill, tap and decap left out, types with 3 or more instances in the layout --
cell             instances
clkbuf_4                 3
nand2_1                  5
clkdlybuf4s50_1         19
ha_1                     6
inv_1                    3
dfxtp_1                  8
nor2_1                   3
a21o_1                   3
-- per-layer routing --
metal / up-vias / share of wire / global-route usage
li1: 265 / - / -
met1: 210 / 0.49 / 0.0620
met2: 19 / 0.42 / 0.0682
met3: 0 / 0.089 / 0.0239
met4: 0 / 0 / 0.00352
met5: - / 0 / 0
Power is estimated from default activity; no workload was simulated.
