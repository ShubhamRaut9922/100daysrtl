==> ./design.v <==
module syncRAM( dataIn,
                dataOut,
                Addr, 
                CS, 
                WE, 
                RD, 
                Clk
              );
parameter ADR   = 8;
parameter DAT   = 8;
parameter DPTH  = 8;
input   [DAT-1:0]  dataIn;
output reg [DAT-1:0]  dataOut;
input   [ADR-1:0]  Addr;
input CS, 
      WE, 
      RD, 
      Clk;
reg [DAT-1:0] SRAM [DPTH-1:0];
always @ (posedge Clk)
begin
 if (CS == 1'b1) begin
  if (WE == 1'b1 && RD == 1'b0) begin
   SRAM [Addr] = dataIn;
  end
  else if (RD == 1'b1 && WE == 1'b0) begin
   dataOut = SRAM [Addr]; 
  end
  else;
 end
 else;
end
endmodule
==> ./run.sh <==
#!/bin/bash
# OpenROAD 26Q1-2900-gdf79404cd8, Yosys 0.63+post, stock flow scripts
make -C /OpenROAD-flow-scripts/flow DESIGN_CONFIG=/design/flow/config.mk WORK_HOME=/design/flow/orfs finish
==> ./config.mk <==
export PLATFORM = sky130hd
export DESIGN_NAME = syncRAM
export DESIGN_NICKNAME = syncRAM
export VERILOG_FILES = /design/flow/design.v
export SDC_FILE = /design/flow/constraint.sdc
export NUM_CORES = 4
export LEC_CHECK = 1
export CORE_UTILIZATION = 30
==> ./constraint.sdc <==
current_design syncRAM

set clk_period 3.7
set clk_io_pct 0.2

create_clock -name clk0 -period $clk_period [get_ports {Clk}]

set non_clock_inputs [all_inputs -no_clocks]
set_input_delay [expr $clk_period * $clk_io_pct] -clock clk0 $non_clock_inputs
set_output_delay [expr $clk_period * $clk_io_pct] -clock clk0 [all_outputs]
==> notes.md <==
flow finished, numbers: die y size 99 µm, final period utilization 68.6%, Area Overhead vs Synth 20.9%, n_diodes 0, initial antenna violation count 0, Final Core Density 37.1%, leakage power 1.15 nW, Hold EP dataOut[1], Logic pwr share 5.6%, initial DRC count 67, DR pass1 iterations 4, min-delay src SRAM[0][1], Distinct lib cells used 28, Slew @ Worst Pin approximately 0.62 ns, RSZ-0062 raised after global routing false, routed vias 1501, Final HPWL DP 3410 µm, Startpoint Class primary input, Yosys chip area 2820 µm², Slew headroom 58.3%, asr flop ratio synth 0%, first-pass GRT wire length approximately 8400 µm, hold path depth 1, Worst Path Buf+Inv 2, H-Tree Depth 3, synthesized instance count 164, routability congestion estimate slightly below 0.8, pin count of the biggest net entering global routing 15, mean area per synthesized cell between 15 and 20 µm², Num CTS Buffers 9, Hold Worst Slack 0.559 ns, fmax approximately 390 MHz, Vias/cell 4.71, Non-Filler Instances 319, DRT Wirelength 5290 µm, area leader, netlist edfxtp_1, tool warning count 30, Psw between 300 and 400 µW, most common cell in the netlist edfxtp_1, HP Class reg -> reg, cts hold-fix bufs 0, Net Sw Frac 21.5%, Worst VDD drop 200 µV, sequential element share of the synthesized area 76.6%, Root Driver clkbuf_8, Hold Fails Final Rpt 0, most instantiated cells after synthesis edfxtp_1, mux2i_1, nor2_1, routed len/inst 16.6 µm, fraction of layout cells with a size suffix above 1 16.8%, Reg2Reg Depth 4, skew final 0.00987 ns, Chip Width 99 µm, crit end category flip-flop, Site Rows 35, crit-path max cell delay around 0.69 ns, crit path DAT 2.61 ns, Slew Limit Fails 0, drt drc 0, total grt overflow 0, chip area 9800 µm², Reg clk slew, reported paths 0.08 ns, fillers between 800 and 900, setup TNS 0 ns, part of the power in registers 56.7%, FP Core Util between 30% and 40%, Area leader share 76.6%, r2r setup slk 2.56 ns, placed insts 303, Synth flops 72, Core ar. 9200 µm², total chip power around 1.6 mW, max cap viols 0, clock tree buffer depth 2, RR Startpoint SRAM[4][0], storage element area 2160 µm², Cell Int Power 1.26 mW, CTS tree done, ys flop type edfxtp_1, Logic cell area 577 µm², minimum clock period 2.54 ns, total track usage between 10% and 20%, Main area contributors edfxtp_1, mux2i_1, nor2_1, o22a_1, a211oi_1, Worst Path Max Fanout 12, Setup CP Type in -> reg, Port Buffers 22, clock power share 37.7%, number of cells in Yosys stat 164, clk latency of the worst-skew pair 0.35 ns, Final ANT Viol Nets 0, Setup Buffers After CTS 0, final setup fails 0, Slowest-stage cell, CP clkdlybuf4s50_1, status completed, post_cts resized 0, crit path cell chain clkdlybuf4s50_1 -> nand2b_1 -> nor2_1 -> buf_4, Post-Synthesis Cell Area 2820 µm², reg2reg end dataOut[0], Worst EP required 3.77 ns, flip-flops with a built-in enable 72, synth warn 2, Top delay family on crit path simple AND/OR/NAND/NOR gates, Ports 28, number of global-route vias before repair between 1500 and 2000, pwr dens roughly 470 nW/µm², CTS sink cnt 72
==> how the worst max path moves through the flow <==
stage | endpoint | slack (ns) | cells after the start | startpoint
4_1_cts | SRAM[5][3] | 1.12 | 4 | Addr[1]
6_report | SRAM[5][3] | 1.16 | 4 | Addr[1]
5_1_grt | SRAM[5][3] | 1.05 | 4 | Addr[1]
==> registers in the layout (all words and copies together), names as in the netlist <==
name / cells
dataOut: 8
SRAM: 64
==> worst reg2reg max path, delay by kind of cell, from the launching register on <==
kind               cells  cell delay (ns)
AOI/OAI and AO/OA      3             0.30
DFF                    1             0.36
and+or+nand+nor        1             0.23
==> stage by stage <==
stage / cell area [µm²] / worst slack (ns)
finish: 3410 / 1.16
global route: 3410 / 1.05
CTS: 3410 / 1.12
detailed placement: 3220 / 0.758
global placement: 3220 / 0.756
floorplan: 2820 / 1.55
==> per-layer routing <==
metal,routed length [µm],vias up,GRT usage (%)
li1,-,720,-
met1,2290,714,18.0
met2,2340,55,17.4
met3,541,12,6.85
met4,114,0,2.41
met5,0,-,0
==> logic make-up after synthesis <==
group	synth area share, %
mux	7.45
compound gates	6.78
simple gates	6.21
flops	76.6
buf+inv	2.97
==> placed cells by master (no fill, tap or decap) <==
master	instances
edfxtp_1	72
o22ai_1	6
nor2b_1	2
clkdlybuf4s50_1	22
a211oi_2	1
nand2b_1	3
o22a_1	6
a31oi_1	1
a211oi_1	6
o21ai_0	1
clkinv_2	2
mux2i_1	21
o2bb2a_1	1
nand4b_1	1
nor2_1	17
nor3b_1	1
nor3_1	2
bufinv_16	1
or3_4	1
clkbuf_8	9
inv_6	1
a21oi_1	3
or2_2	1
o211ai_1	1
nand2_1	4
and3b_1	1
nand3_1	1
nand3b_1	1
clkinvlp_4	3
buf_4	16
==> layout make-up <==
cell class | count | share of cell area (%)
Multi-Input combinational cell | 82 | 16.9
Timing Repair Buffer | 38 | 9.97
Tap cell | 111 | 4.07
Clock buffer | 9 | 3.63
Sequential cell | 72 | 63.3
Clock inverter | 7 | 2.09
==> power groups by stage <==
stage                 clock network [mW]  logic (mW)  registers, mW
after CTS                          0.622      0.0921          0.911
after global routing               0.653       0.101          0.912
final                              0.606      0.0907          0.911
No activity file was given, so power comes from the tool's default toggle rates.
